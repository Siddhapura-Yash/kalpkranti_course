## design/flow/config.mk

```make
export PLATFORM = sky130hd
export DESIGN_NAME = top
export DESIGN_NICKNAME = top
export VERILOG_FILES = /design/flow/design.v
export SDC_FILE = /design/flow/constraint.sdc
export NUM_CORES = 4
export LEC_CHECK = 1
export CORE_UTILIZATION = 50
```

## design/flow/constraint.sdc

```tcl
current_design top

set clk_period 10.8
set clk_io_pct 0.2

create_clock -name clk0 -period $clk_period [get_ports {i_clk}]

set non_clock_inputs [all_inputs -no_clocks]
set_input_delay [expr $clk_period * $clk_io_pct] -clock clk0 $non_clock_inputs
set_output_delay [expr $clk_period * $clk_io_pct] -clock clk0 [all_outputs]
```

## design/flow/design.v

```verilog
module pr_emphasis #(
    parameter DATA_WIDTH = 16,
    parameter ALPHA = 16'd16384
)(
    input clk,
    input rst,
    input en,
    input signed [DATA_WIDTH-1:0] x_in,
    output reg signed [DATA_WIDTH-1:0] y_out
);
reg signed [DATA_WIDTH-1:0] x_prev;
wire signed [2*DATA_WIDTH-1:0] mult_out;
assign mult_out = x_prev * $signed(ALPHA);
wire signed [DATA_WIDTH-1:0] alpha_x_prev;
assign alpha_x_prev = mult_out[30:15];
always @(posedge clk or posedge rst) begin
    if (rst) begin
        x_prev <= 0;
        y_out <= 0;
    end else if (en) begin
        y_out <= x_in - alpha_x_prev;
        x_prev <= x_in;
    end
end
endmodule
(* top *)
module top #(
    parameter CLK_FREQ = 50_000_000,
    parameter BAUD_RATE = 115200
)(
   	(* iopad_external_pin, clkbuf_inhibit *) input i_clk,
   	(* iopad_external_pin *) output clk_en,
    (* iopad_external_pin *) input  i_uart_rx,
    (* iopad_external_pin *) output o_uart_tx,
    (* iopad_external_pin *) output o_uart_tx_oe,
    (* iopad_external_pin *) output o_led,
    (* iopad_external_pin *) output o_led_oe
);
assign clk_en = 1'b1;
reg [25:0] counter = 0;
reg led_reg = 0;
always @(posedge i_clk) begin
    if (counter == 26'd49_999_999) begin
        counter <= 0;
        led_reg <= ~led_reg;
    end else begin
        counter <= counter + 1;
    end
end
assign o_led = led_reg;
assign o_led_oe = 1'b1;
reg [7:0] rst_cnt = 8'hFF;
wire rst = |rst_cnt;
always @(posedge i_clk) begin
    if (rst_cnt != 0)
        rst_cnt <= rst_cnt - 1;
end
wire [7:0] rx_data;
wire rx_valid;
uart_rx #(
    .CLK_FREQ(CLK_FREQ),
    .BAUD_RATE(BAUD_RATE)
) u_rx (
    .clk(i_clk),
    .rst(rst),
    .rx_in(i_uart_rx),
    .rx_data(rx_data),
    .rx_valid(rx_valid)
);
reg [7:0] tx_data;
reg tx_valid;
wire tx_ready;
wire uart_tx_internal;
uart_tx #(
    .CLK_FREQ(CLK_FREQ),
    .BAUD_RATE(BAUD_RATE)
) u_tx (
    .clk(i_clk),
    .rst(rst),
    .tx_data(tx_data),
    .tx_valid(tx_valid),
    .tx_ready(tx_ready),
    .tx_out(uart_tx_internal)
);
assign o_uart_tx = uart_tx_internal;
assign o_uart_tx_oe = 1'b1;
reg [15:0] sample_in;
reg byte_sel = 0;
reg sample_valid;
reg [15:0] timeout_counter = 0;
always @(posedge i_clk) begin
    sample_valid <= 0;
    if (rx_valid) begin
        timeout_counter <= 0;
        if (byte_sel == 0) begin
            sample_in[15:8] <= rx_data;
            byte_sel <= 1;
        end else begin
            sample_in[7:0] <= rx_data;
            byte_sel <= 0;
            sample_valid <= 1;
        end
    end else if (byte_sel == 1) begin
        if (timeout_counter == 16'd50_000) begin
            byte_sel <= 0;
            timeout_counter <= 0;
        end else begin
            timeout_counter <= timeout_counter + 1;
        end
    end
end
wire signed [15:0] filter_out;
pr_emphasis u_filter (
    .clk(i_clk),
    .rst(rst),
    .en(sample_valid),
    .x_in(sample_in),
    .y_out(filter_out)
);
reg [2:0] state = 0;
localparam IDLE   = 3'd0,
           SEND_H = 3'd1,
           WAIT_H = 3'd2,
           SEND_L = 3'd3,
           WAIT_L = 3'd4;
always @(posedge i_clk) begin
    if (rst) begin
        state <= IDLE;
        tx_valid <= 0;
    end else begin
        tx_valid <= 0;
        case (state)
            IDLE:
                if (sample_valid)
                    state <= SEND_H;
            SEND_H:
                if (tx_ready) begin
                    tx_data <= filter_out[15:8];
                    tx_valid <= 1;
                    state <= WAIT_H;
                end
            WAIT_H:
                if (!tx_ready)
                    state <= SEND_L;
            SEND_L:
                if (tx_ready) begin
                    tx_data <= filter_out[7:0];
                    tx_valid <= 1;
                    state <= WAIT_L;
                end
            WAIT_L:
                if (!tx_ready)
                    state <= IDLE;
            default:
                state <= IDLE;
        endcase
    end
end
endmodule
module uart_rx #(
    parameter CLK_FREQ = 100_000_000,
    parameter BAUD_RATE = 115200
)(
    input  wire       clk,
    input  wire       rst,
    input  wire       rx_in,
    output reg  [7:0] rx_data,
    output reg        rx_valid
);
    localparam CLKS_PER_BIT = CLK_FREQ / BAUD_RATE;
    localparam COUNTER_W = $clog2(CLKS_PER_BIT);
    localparam IDLE  = 2'd0;
    localparam START = 2'd1;
    localparam DATA  = 2'd2;
    localparam STOP  = 2'd3;
    reg [1:0] state;
    reg [2:0] bit_idx;
    reg [COUNTER_W-1:0] clk_count;
    reg [7:0] rx_shift;
    reg rx_in_sync1, rx_in_sync2;
    always @(posedge clk) begin
        rx_in_sync1 <= rx_in;
        rx_in_sync2 <= rx_in_sync1;
    end
    always @(posedge clk or posedge rst) begin
        if (rst) begin
            state <= IDLE;
            rx_valid <= 1'b0;
            bit_idx <= 0;
            clk_count <= 0;
            rx_shift <= 0;
            rx_data <= 0;
        end else begin
            rx_valid <= 1'b0;
            case (state)
                IDLE: begin
                    clk_count <= 0;
                    bit_idx <= 0;
                    if (rx_in_sync2 == 1'b0) begin
                        state <= START;
                    end
                end
                START: begin
                    if (clk_count < (CLKS_PER_BIT / 2) - 1) begin
                        clk_count <= clk_count + 1;
                    end else begin
                        clk_count <= 0;
                        if (rx_in_sync2 == 1'b0) begin
                            state <= DATA;
                        end else begin
                            state <= IDLE;
                        end
                    end
                end
                DATA: begin
                    if (clk_count < CLKS_PER_BIT - 1) begin
                        clk_count <= clk_count + 1;
                    end else begin
                        clk_count <= 0;
                        rx_shift[bit_idx] <= rx_in_sync2;
                        if (bit_idx < 7) begin
                            bit_idx <= bit_idx + 1;
                        end else begin
                            bit_idx <= 0;
                            state <= STOP;
                        end
                    end
                end
                STOP: begin
                    if (clk_count < CLKS_PER_BIT - 1) begin
                        clk_count <= clk_count + 1;
                    end else begin
                        clk_count <= 0;
                        if (rx_in_sync2 == 1'b1) begin
                            rx_data <= rx_shift;
                            rx_valid <= 1'b1;
                        end
                        state <= IDLE;
                    end
                end
            endcase
        end
    end
endmodule
module uart_tx #(
    parameter CLK_FREQ = 100_000_000,
    parameter BAUD_RATE = 115200
)(
    input  wire       clk,
    input  wire       rst,
    input  wire [7:0] tx_data,
    input  wire       tx_valid,
    output reg        tx_ready,
    output reg        tx_out
);
    localparam CLKS_PER_BIT = CLK_FREQ / BAUD_RATE;
    localparam COUNTER_W = $clog2(CLKS_PER_BIT);
    localparam IDLE  = 2'd0;
    localparam START = 2'd1;
    localparam DATA  = 2'd2;
    localparam STOP  = 2'd3;
    reg [1:0] state;
    reg [2:0] bit_idx;
    reg [COUNTER_W-1:0] clk_count;
    reg [7:0] tx_shift;
    always @(posedge clk or posedge rst) begin
        if (rst) begin
            state <= IDLE;
            tx_out <= 1'b1;
            tx_ready <= 1'b1;
            bit_idx <= 0;
            clk_count <= 0;
            tx_shift <= 0;
        end else begin
            case (state)
                IDLE: begin
                    tx_out <= 1'b1;
                    tx_ready <= 1'b1;
                    clk_count <= 0;
                    bit_idx <= 0;
                    if (tx_valid && tx_ready) begin
                        tx_shift <= tx_data;
                        tx_ready <= 1'b0;
                        state <= START;
                    end
                end
                START: begin
                    tx_out <= 1'b0;
                    if (clk_count < CLKS_PER_BIT - 1) begin
                        clk_count <= clk_count + 1;
                    end else begin
                        clk_count <= 0;
                        state <= DATA;
                    end
                end
                DATA: begin
                    tx_out <= tx_shift[bit_idx];
                    if (clk_count < CLKS_PER_BIT - 1) begin
                        clk_count <= clk_count + 1;
                    end else begin
                        clk_count <= 0;
                        if (bit_idx < 7) begin
                            bit_idx <= bit_idx + 1;
                        end else begin
                            bit_idx <= 0;
                            state <= STOP;
                        end
                    end
                end
                STOP: begin
                    tx_out <= 1'b1;
                    if (clk_count < CLKS_PER_BIT - 1) begin
                        clk_count <= clk_count + 1;
                    end else begin
                        clk_count <= 0;
                        state <= IDLE;
                    end
                end
            endcase
        end
    end
endmodule
```

## design/flow/run.sh

```bash
#!/bin/bash
# OpenROAD 26Q1-2900-gdf79404cd8, Yosys 0.63+post, stock flow scripts
make -C /OpenROAD-flow-scripts/flow DESIGN_CONFIG=/design/flow/config.mk WORK_HOME=/design/flow/orfs finish
```

==> flow_summary.toml <==
# physical design summary
[setup_path]
critical_path_class = "flip-flop to output pin"
cp_cell_sequence = "clkdlybuf4s50_1"
worst-path-max-fanout = 1
timing.critical_path.from_type = "flip-flop"
setup.reg_to_reg.worst_slack_ns = 7.86
worst_r2r_path_depth = 5
r2r-end = "tx_data[2]$_DFFE_PP_"
critical-path-max-stage-delay_ns = 0.51
worst_ep_arrival_time_ns = 1.36
critical_path_cell_count = 1
cp_slowest_cell = "sky130_fd_sc_hd__dfstp_2"
regToRegStartpoint = "rst_cnt[3]$_DFFE_PN_"
cp-startpoint = "u_tx.tx_out$_DFF_PN1_"
kind_of_cell_with_the_highest_combined_delay_on_the_critical_path = "flip-flops"
worstSetupEndpointType = "output pin"
crit_buf_inv = 1
critical_path_required_ns = 8.64
endpoint = "o_uart_tx"

[finish]
fillers = 1268
top_register = "counter"
layout.area.comb_um2 = 3590
finished_core_util_pct = 56.6
seqCellArea_um2 = 4250
area_delta_synth_final_pct = 10.5
final_layout_size_suffix_gt1_share_pct = 10.8
largest_reg_flops = 26
postLayoutCellArea_um2 = 8950

[yosys]
postSynth.topFlopCell = "sky130_fd_sc_hd__dfrtp_1"
synth_largest_type_area_fraction_pct = 26.6
synth_unique_cells = 69
synth_sequential_area_ratio_pct = 52.4
synthCells = 768
yosysWarnings = 4
yosys.area.top_type = "sky130_fd_sc_hd__dfrtp_1"
ys_cells = 768
enable_flop_cells = 33
count_leader_synth = "sky130_fd_sc_hd__dfrtp_1"
yosys-top-cells-count = "86 x sky130_fd_sc_hd__dfrtp_1, 72 x sky130_fd_sc_hd__nor2_1, 70 x sky130_fd_sc_hd__nand2_1"
area_leaders = "sky130_fd_sc_hd__dfrtp_1 27%, sky130_fd_sc_hd__dfxtp_1 12%, sky130_fd_sc_hd__edfxtp_1 12%"
cell_area_after_synthesis_um2 = 8110
ys.flops = 173
synth_async_sr_flop_share_pct = 52.0
ys_area_um2 = 8110
synth.avg_cell_area_um2 = 10.6

[clock_network]
cts.sinks = 173
cts.htree.levels = 4
cts_root_buffer = "sky130_fd_sc_hd__clkbuf_16"
cells_resized_by_post_cts_repair = 0
worst_skew_pair.late_latency_ns = 0.42
post-cts-setup-buffers = 0
clk_pin_slew_ns = 0.06
cts-buffers-inserted = 17
clock_path_buffers = 2
holdBufCountCts = 0
cts_tree = "done"

[drt]
detail_route.iter0.violations = 256
insertedDiodeCount = 0
detail_route.drc_violations = 0
detail_route.wl_per_cell_um = 13.7
detail_route.first_pass.iterations = 4
drt.antenna.violating_nets = 0
detail_route.vias_per_cell = 5.30
routed_wl_um = 13700
routed-via-count = 5305

[global_routing]
grt.overflow.total = 0
wire_length_of_the_first_global_routing_pass_um = 24100
grt_antenna_before_repair = 0
first_global_vias = 5093
grt_max_degree = 56
grt_usage_pct = 18.6

[final_timing]
timing_max_transition_violations_final = 0
finalSetupViolations = 0
worst_slew_margin_rel_pct = 45.2
tightest_slew_ns = 0.817
hold_violations = 0
period_used_pct = 32.6
rsz_0062_raised_after_global_routing = "no"
max_clock_freq_mhz = 284
timing.final.crit_period_ns = 3.52
setup_total_negative_slack_ns = 0
finalClockSkew_ns = 0.0111

[job]
max_cap_violations = 0
openroad.warnings = 29

[floorplan]
fp_density_pct = 51.2
die_h_um = 129
core_um2 = 15800
die_area_um2 = 16700
rows = 46
die_width_um = 129
num_io_pins = 7

[run_status]
status = "complete, no violations"

[placed_design]
half_perimeter_wire_length_after_placement_um = 9530
finalWeightedCongestion = 0.839
place.port_buffers = 3
dpl_cell_area_um2 = 8340

[pwr]
power.leakage_nw = 3.82
vdd_ir_drop_max_mv = 0.109
cellPowerDensity_nw_per_um2 = 162

[worst_hold_path]
min_path_type = "flip-flop to flip-flop"
## worst reg2reg max path: stages (launching register included)
cell and delay [ns]:
sky130_fd_sc_hd__edfxtp_1 0.45, sky130_fd_sc_hd__or4_1 0.57, sky130_fd_sc_hd__nor2_1 0.14, sky130_fd_sc_hd__nand3b_1 0.39, sky130_fd_sc_hd__clkinv_2 0.61, sky130_fd_sc_hd__and3_1 0.45
## metal layers
metal,part of all wire (%),vias up,GRT usage (%)
li1,-,2717,-
met1,52,2536,30.8
met2,45,46,28.1
met3,2.5,6,3.49
met4,0.83,0,1.73
met5,0,-,0
## cell usage in the layout (no fill, tap or decap), types with 4 or more instances in the layout
cell,count
sky130_fd_sc_hd__dfstp_2,4
sky130_fd_sc_hd__and4_1,5
sky130_fd_sc_hd__clkinv_2,4
sky130_fd_sc_hd__and2_1,7
sky130_fd_sc_hd__nor3_1,8
sky130_fd_sc_hd__o21a_1,6
sky130_fd_sc_hd__nor4_1,8
sky130_fd_sc_hd__o211ai_1,6
sky130_fd_sc_hd__ha_1,26
sky130_fd_sc_hd__nand2b_1,6
sky130_fd_sc_hd__a21oi_1,16
sky130_fd_sc_hd__o2bb2ai_1,4
sky130_fd_sc_hd__clkbuf_16,20
sky130_fd_sc_hd__a22o_1,4
sky130_fd_sc_hd__nand2_1,70
sky130_fd_sc_hd__nand3_1,44
sky130_fd_sc_hd__nor2_1,72
sky130_fd_sc_hd__nand4_1,20
sky130_fd_sc_hd__xnor2_1,31
sky130_fd_sc_hd__xor2_1,33
sky130_fd_sc_hd__inv_1,41
sky130_fd_sc_hd__o21ai_0,35
sky130_fd_sc_hd__mux2_4,8
sky130_fd_sc_hd__nand3b_1,6
sky130_fd_sc_hd__mux2_2,28
sky130_fd_sc_hd__buf_4,5
sky130_fd_sc_hd__or4_1,4
sky130_fd_sc_hd__dfxtp_1,50
sky130_fd_sc_hd__dfrtp_1,86
sky130_fd_sc_hd__a21o_1,6
sky130_fd_sc_hd__edfxtp_1,33
sky130_fd_sc_hd__and3_1,7
sky130_fd_sc_hd__mux2i_1,5
sky130_fd_sc_hd__a31oi_1,5
sky130_fd_sc_hd__nor2b_1,9
## logic make-up after synthesis
family | count (synthesis) | share of synthesized area, %
adder cells (fa/ha/maj) | 27 | 4.26
other | 1 | 0.0463
XOR/XNOR | 64 | 6.92
AND-OR/OR-AND | 112 | 9.25
buffers and inverters | 68 | 3.40
flip-flops | 173 | 52.4
multiplexers | 43 | 6.55
AND/OR/NAND/NOR | 280 | 17.2
## power by group
part / leakage, nW / internal, W / switching (W) / total, W
clock: 0.307 / 0.000371 / 0.000237 / 0.000608
combinational: 1.62 / 0.0000514 / 0.0000574 / 0.000109
sequential: 1.89 / 0.000695 / 0.0000376 / 0.000733
total: 3.82 / 0.00112 / 0.000332 / 0.00145
## how the worst min path moves through the flow
| stage | slack (ns) | from | end | depth (start not counted) |
|---|---|---|---|---|
| finish | 0.33 | u_rx.rx_in_sync1$_DFF_P_ | u_rx.rx_in_sync2$_DFF_P_ | 0 |
| global route | 0.34 | u_rx.rx_in_sync1$_DFF_P_ | u_rx.rx_in_sync2$_DFF_P_ | 0 |
| CTS | 0.33 | u_rx.rx_in_sync1$_DFF_P_ | u_rx.rx_in_sync2$_DFF_P_ | 0 |
## stage by stage
| step | cells | setup slack [ns] | hold slack, ns | total power (W) |
|---|---|---|---|---|
| floorplan | 770 | 6.58 | 0.310 | 0.000827 |
| global placement | 969 | 7.70 | 0.312 | 0.000848 |
| detailed placement | 969 | 7.71 | 0.313 | 0.000852 |
| CTS | 1001 | 7.25 | 0.329 | 0.00147 |
| global route | 1001 | 7.20 | 0.342 | 0.00152 |
| finish | 1001 | 7.28 | 0.327 | 0.00145 |
## area by class of cell
type | instances | area share [%]
clock inverter | 8 | 0.811
inverter | 43 | 1.82
clock buffer | 24 | 5.98
timing repair buffer | 8 | 0.755
sequential | 173 | 47.5
multi-input combinational | 529 | 40.2
tap | 216 | 3.02
No activity file was given, so power comes from the tool's default toggle rates.
